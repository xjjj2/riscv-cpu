==> ./design.v <==
`timescale 1ns / 1ps
module regfile(
    input wire clk,
    input wire rst,
    input wire[4:0] waddr,
    input wire[31:0] wdata,
    input wire wvalid,
    input wire[4:0] r1addr,
    input wire r1valid,
    input wire r2valid,
    input wire[4:0] r2addr,
    output reg[31:0]r1data,
    output reg[31:0]r2data
    );
    reg [31:0] regis [31:0];
    integer i;
    always @(posedge clk)begin
        if (rst==1'b0) begin
           if ((wvalid==1'b1)&&(waddr!=5'b00000)) begin
                regis[waddr]<=wdata;
           end 
        end
        else begin
            for (i=0;i<32;i=i+1) begin
               regis[i]<=32'h00000000;
            end
        end
    end
    always @(*) begin
        if (rst==1'b1) begin
            r1data<=32'h00000000;
        end
        else if (r1addr==5'b00000) begin
            r1data<=32'h00000000;
        end
        else if ((r1valid==1'b1)&&(wvalid==1'b1)&&(r1addr==waddr)) begin
            r1data<=wdata;
        end
        else if (r1valid==1'b1) begin
            r1data<=regis[r1addr];
        end
        else begin
            r1data<=32'h00000000;
        end
    end
    always @(*) begin
            if (rst==1'b1) begin
                r2data<=32'h00000000;
            end
            else if (r2addr==5'b00000) begin
                r2data<=32'h00000000;
            end
            else if ((r2valid==1'b1)&&(wvalid==1'b1)&&(r2addr==waddr)) begin
                r2data<=wdata;
            end
            else if (r2valid==1'b1) begin
                r2data<=regis[r2addr];
            end
            else begin
                r2data<=32'h00000000;
            end
        end
endmodule
==> ./run.sh <==
#!/bin/bash
# OpenROAD 26Q1-2900-gdf79404cd8, Yosys 0.63+post, stock flow scripts
make -C /OpenROAD-flow-scripts/flow DESIGN_CONFIG=/design/flow/config.mk WORK_HOME=/design/flow/orfs finish
==> ./config.mk <==
export PLATFORM = sky130hd
export DESIGN_NAME = regfile
export DESIGN_NICKNAME = regfile
export VERILOG_FILES = /design/flow/design.v
export SDC_FILE = /design/flow/constraint.sdc
export NUM_CORES = 4
export LEC_CHECK = 1
export CORE_UTILIZATION = 30
==> ./constraint.sdc <==
current_design regfile

set clk_period 11.4
set clk_io_pct 0.2

create_clock -name clk0 -period $clk_period [get_ports {clk}]

set non_clock_inputs [all_inputs -no_clocks]
set_input_delay [expr $clk_period * $clk_io_pct] -clock clk0 $non_clock_inputs
set_output_delay [expr $clk_period * $clk_io_pct] -clock clk0 [all_outputs]
==> impl_metrics.env <==
# yosys + openroad results
export IMPL_wire_per_inst_um=27.4
export IMPL_dr_pass1_iters=6
export IMPL_grt_pass1_vias=45600
export IMPL_dpl_hpwl_um=128000
export IMPL_ir_drop_mv=0.127
export IMPL_cp_max_fo=67
export IMPL_mi_logic_area_mm2=0.0293
export IMPL_routed_via_density=5.83
export IMPL_place_gp_congestion=0.951
export IMPL_ys_seq_share_pct=39.3
export IMPL_min_to="regis[2][19]"
export IMPL_p_int_w=0.00591
export IMPL_syn_inst=6156
export IMPL_path_class="input pin to output pin"
export IMPL_hold_depth=2
export IMPL_ctsHoldBuffers=0
export IMPL_dr_first_iter_drc_count=5014
export IMPL_ys_chip_area_mm2=0.0522
export IMPL_cts_tree="done"
export IMPL_tightest_slew_ns=1.03
export IMPL_p_seq_share_pct=45.4
export IMPL_synthesis_area_mm2=0.0522
export IMPL_grt_antenna_before_repair=11
export IMPL_p_clk_share_pct=45.7
export IMPL_areaGrowthSynthToFinish_pct=12.8
export IMPL_clock_path_buffers=3
export IMPL_seqCellArea_mm2=0.0205
export IMPL_grt_overflow=0
export IMPL_rows=152
export IMPL_final_util_pct=34.2
export IMPL_cellPowerDensity_mw_per_mm2=135
export IMPL_clkTransAtPathRegs_ns=0.06
export IMPL_worstPathArrival_ns=6.37
export IMPL_avgSynthCellArea_um2=8.48
export IMPL_fmax_ghz=0.116
export IMPL_reg_top3="regis x1024"
export IMPL_pin_count=116
export IMPL_grt_usage_pct=26.3
export IMPL_htreeDepth=3
export IMPL_fp_util_pct=30.3
export IMPL_grt_first_pass_wirelength_um=325000
export IMPL_die_y_um=419
export IMPL_drv_slew=0
export IMPL_final_area_mm2=0.0589
export IMPL_hold_class="flip-flop to flip-flop"
export IMPL_reg2reg_to="regis[23][0]"
export IMPL_timing_final_hold_violations=0
export IMPL_cts_root_buf="clkbuf_16"
export IMPL_fin_crit_sh_pct=75.8
export IMPL_r2r_slack_ns=10.69
export IMPL_finalWirelength_um=228000
export IMPL_status="finished clean"
export IMPL_place_ws_ns=2.82
export IMPL_yosys_most_used_dff="dfxtp_1"
export IMPL_rsz0062_at_grt="no"
export IMPL_fin_crit_ns=8.65
export IMPL_cp_end_kind="output pin"
export IMPL_warnings=34
export IMPL_combPwrFrac_pct=8.9
export IMPL_clk_latency_ns=0.70
export IMPL_finalSetupTns_ns=0
export IMPL_vias=48400
export IMPL_cts_buffers=103
export IMPL_die_w_um=419
export IMPL_postCtsSetupBuffers=0
export IMPL_min_delay_start="regis[2][19]"
export IMPL_max_cap_viol_count=0
export IMPL_rr_worst_depth=2
export IMPL_async_reset_ff_share_pct=0
export IMPL_drc_errors=0
export IMPL_ys_types=41
export IMPL_fill_cells=17200
export IMPL_ys_ff=1024
export IMPL_worstPathRequired_ns=9.12
export IMPL_rr_startpoint="regis[23][0]"
export IMPL_largest_register="regis"
export IMPL_max_slew_margin_pct=30.7
export IMPL_edf_count=0
export IMPL_p_sw_share_pct=25.6
export IMPL_power_switching_w=0.00203
export IMPL_drive_gt1_share_pct=12.1
export IMPL_placed_cell_area_mm2=0.0553
export IMPL_start_kind="input pin"
export IMPL_clock_sink_count=1024
export IMPL_largest_reg_flops=1024
export IMPL_fin_ws_ns=2.75
export IMPL_ant_nets=0
export IMPL_leakagePower_nw=19.1
export IMPL_coreArea_mm2=0.172
export IMPL_setup_violations=0
export IMPL_post_cts_resize_count=0
export IMPL_io_buffer_count=115
export IMPL_ys_cells=6156
export IMPL_dieArea_mm2=0.176
export IMPL_grt_max_degree=153
export IMPL_clock_skew_ns=0
export IMPL_synth_warnings=1
## final cells by class
cell class                      instances  area share, %
Clock inverter                         46           1.12
Timing Repair Buffer                  294           4.42
Sequential cell                      1024           34.8
Antenna cell                           14         0.0595
Clock buffer                          141           4.86
Inverter                                4         0.0255
Multi-Input combinational cell       4463           49.8
Tap cell                             2310           4.91
## layout by cell type (no fill, tap or decap), types with 103 or more instances in the layout
master           count
nand2_1           2023
a21oi_1           1027
dfxtp_1           1024
mux2i_1            512
mux4_2             288
buf_4              172
a22o_1             124
a221oi_1           124
clkdlybuf4s50_1    108
clkbuf_16          103
## power groups by stage
stage / Clock [W] / Combinational, W / Sequential, W
after CTS: 0.00365 / 0.000686 / 0.00360
after global routing: 0.00379 / 0.000723 / 0.00360
final: 0.00363 / 0.000707 / 0.00360
## critical path, stage by stage
cell	delay [ns]
buf_8	0.49
buf_4	0.66
buf_4	0.70
mux2i_1	0.19
a22o_1	0.28
a221oi_1	0.25
o22ai_1	0.15
o31ai_1	0.56
clkdlybuf4s50_1	0.58
## Yosys cell counts (13+ instances only)
library cell / count / area [µm²]
nor2b_1: 47 / 294
buf_4: 13 / 97.6
a22oi_1: 69 / 518
nor2_1: 38 / 143
buf_2: 76 / 380
clkbuf_2: 30 / 150
a221oi_1: 124 / 1090
mux4_2: 288 / 6490
a21oi_1: 1027 / 5140
a22o_1: 124 / 1090
clkbuf_1: 521 / 1960
mux2i_1: 512 / 5120
o31ai_1: 32 / 240
o22ai_1: 62 / 388
a221o_1: 32 / 320
dfxtp_1: 1024 / 20500
buf_1: 14 / 52.6
nand2_1: 2055 / 7710
## kinds of logic after synthesis
kind of cell           after synthesis  share of synthesized area, %
AND/OR/NAND/NOR                   2176                          16.0
AND-OR/OR-AND                     1477                          16.9
flip-flops                        1024                          39.3
multiplexers                       800                          22.3
buffers and inverters              669                          5.34
XOR/XNOR                            10                         0.168
## metrics by stage
step,hold slack [ns],total power (W),instances
finish,0.465,0.00794,8296
global placement,0.452,0.00436,8095
CTS,0.465,0.00793,8282
global route,0.482,0.00811,8286
floorplan,0.445,0.00411,6156
detailed placement,0.456,0.00437,8095
## worst max path at each step
stage	start	endpoint	slack, ns
4_1_cts	r2addr[1]	r2data[4]	2.79
5_1_grt	r2addr[1]	r2data[4]	2.66
6_report	r2addr[1]	r2data[4]	2.75
## per-layer routing
metal	track usage, %	vias up	wire length [µm]
met3	13.2	829	33400
met1	31.2	23200	78000
met2	38.0	3281	98200
met4	16.0	13	17800
met5	0.639	-	191
li1	-	21100	-
Power figures rest on the tool's default switching activity, not on a simulated workload.
