`design/flow/design.v`:
```
`timescale 1ns / 1ps
module ex(
    input wire clk,
    input wire rst,
    input wire [31:0] addr_pc, 
    input wire [31:0] r1,
    input wire [31:0] r2,
    input wire wvalid,
    input wire [4:0] waddr,
    input wire [2:0] alusel,
    input wire [6:0] aluop,
    input wire [31:0]store_imm,
    output reg wvalid_o,
    output reg[4:0] waddr_o,
    output reg[31:0] wdata_o,
    output reg[31:0] mem_addr,
    output reg[2:0] alusel_o,
    output reg[6:0] aluop_o,
    output reg[31:0] r2_o
    );
    reg [31:0]logicout;
    reg [31:0]mathout;
    reg [31:0]shiftout;
    reg [31:0]branchout;
    always @(*) begin
        if (rst==1'b1) begin
            wvalid_o<=1'b0;
            waddr_o<=5'b00000;
            aluop_o<=7'd0;
            alusel_o<=3'b000;
            r2_o<=32'h00000000;
        end
        else begin
            waddr_o<=waddr;
            wvalid_o<=wvalid;
            aluop_o<=aluop;
            alusel_o<=alusel;    
            r2_o<=r2;       
        end
    end
    always @(*) begin
        if (rst==1'b1) begin
             wdata_o<=32'h00000000;
             mem_addr<=32'h00000000;
        end 
        else begin
            case (alusel)
                3'b000:
                    wdata_o<=32'h00000000;
                3'b011:
                    wdata_o<=mathout;
                3'b001:
                    wdata_o<=shiftout;
                3'b010:
                    wdata_o<=logicout; 
                3'b100:
                    wdata_o<=branchout;
                 default:
                    wdata_o<=32'h00000000;
            endcase
        end
     end   
    always @(*) begin
        if (rst==1'b1) begin
            logicout<=32'h00000000;
        end
        else begin
            case (aluop)
                7'd1:
                    logicout<=r1 & r2;
                7'd2:
                    logicout<=r1 | r2;
                7'd3:
                    logicout<=r1 ^ r2;
                 default:
                    logicout<=32'h00000000;
            endcase
         end
    end
    always @(*) begin
        if (rst==1'b1) begin
             shiftout<=32'h00000000;
        end
        else begin
            case (aluop)
                7'd4:
                    shiftout<= (r1)<<(r2[4:0]);
                7'd5:
                    shiftout<= (r1)>>(r2[4:0]);
                7'd6:
                    shiftout<= ({32{r1[31]}}<<(5'd32-r2[4:0])) | (r1>>r2[4:0]);
                default:
                    shiftout<=32'h00000000;             
            endcase
        end
    end
    wire [31:0] r2_mux;
    wire [31:0] r_sum;
    wire [31:0] r_lt;
    assign r2_mux=((aluop==7'd8)||(aluop==7'd9))?((~r2)+1):r2;
    assign r_sum=r1+r2_mux;
    assign r_lt=(aluop==7'd9)?((r1[31] && !r2[31])||(r1[31] && r2[31] && r_sum[31])||(!r1[31] && !r2[31] && r_sum[31]))
                :(r1<r2);
    always @(*) begin
        if (rst==1'b1) begin
            mathout<=32'h00000000;
        end
        else begin
            case (aluop) 
                7'd9,7'd10:
                    mathout<=r_lt;
                7'd7,7'd8:
                    mathout<=r_sum;
                default:
                    mathout<=32'h00000000;
            endcase 
        end
    end
    always @(*) begin
        if (rst==1'b1) begin
              branchout<=32'h00000000;
        end
        else begin
            case(aluop)
                7'd11,7'd12:
                    branchout<=addr_pc+4;
                default:
                    branchout<=32'h00000000;
            endcase
        end
    end
    always @(*) begin
        if (rst==1'b1) begin
            mem_addr<=32'h00000000;
        end
        else begin
            case (alusel)
                3'b110:
                    mem_addr<=r1+r2;
                3'b111:
                    mem_addr<=r1+store_imm;
            endcase
        end
    end
endmodule
```
`design/flow/run.sh`:
```
#!/bin/bash
# OpenROAD 26Q1-2900-gdf79404cd8, Yosys 0.63+post, stock flow scripts
make -C /OpenROAD-flow-scripts/flow DESIGN_CONFIG=/design/flow/config.mk WORK_HOME=/design/flow/orfs finish
```
`design/flow/config.mk`:
```
export PLATFORM = sky130hd
export DESIGN_NAME = ex
export DESIGN_NICKNAME = ex
export VERILOG_FILES = /design/flow/design.v
export SDC_FILE = /design/flow/constraint.sdc
export NUM_CORES = 4
export LEC_CHECK = 1
export CORE_UTILIZATION = 30
```
`design/flow/constraint.sdc`:
```
current_design ex

set clk_period 17.5
set clk_io_pct 0.2

create_clock -name clk0 -period $clk_period

set non_clock_inputs [all_inputs -no_clocks]
set_input_delay [expr $clk_period * $clk_io_pct] -clock clk0 $non_clock_inputs
set_output_delay [expr $clk_period * $clk_io_pct] -clock clk0 [all_outputs]
```
==> flow_summary.ini <==
; implementation run metrics
[sta]
setup_tns_ns = 0
period_minus_slack_ns = 13.15
tightestPinTransition_ns = 0.871
min_period_over_period_pct = 75.2
finalHoldViolations = 0
grt_setup_unrepaired = no
slew_headroom_pct = 40.3
slew_violations = 0
whs_ns = 7.89
setup_violations = 0
max_freq_ghz = 0.0760

[route]
wl_per_cell_microns = 23.6
firstDrtPassIters = 5
drt_iter0_drc = 1023
antenna_left = 0
finalWirelength_microns = 48700
viasPerCell = 5.90
vias = 12200
antenna_cells = 0
drc = 0

[synthesis]
ys_seq_share_pct = 0
yosysCellCount = 1480
synth_cells = 1480
yosysWarningCount = 66
syn_area_sq_um = 10400
ys_area_sq_um = 10400
avgSynthCellArea_sq_um = 7.00
ys_types = 88

[power_and_ir_drop]
clock_power_share_pct = 0
combPwrFrac_pct = 100.0
p_switching_uw = 166
power_density_nw_per_um2 = 22.9
leakagePower_uw = 0.00502
vdd_drop_max_mv = 0.0108
p_int_uw = 122
pwr-share-seq_pct = 0
switching_share_pct = 57.7

[floorplanning]
die_width_microns = 188
core_area_sq_um = 33800
initCoreUtil_pct = 30.7
fp.dieH_microns = 188
die_area_sq_um = 35300
num_rows = 67
io-pin-count = 258

[cells_and_area]
final_layout_top_logic_cell = clkdlybuf4s50_1
fillers = 3522
final_util_pct = 37.2
layout_top_cells = clkdlybuf4s50_1 (187), nor2_1 (135), nand2_1 (135), ha_1 (128), a21oi_1 (98)
n_clock_buffer = 0
regArea_sq_um = 0
area_delta_synth_final_pct = 21.1
seq_cell_count = 0
drive_gt1_share_pct = 8.06

[critical_path]
crit_path_top_delay_cell = or4_2
critPathArrivalTime_ns = 9.65
cpPeakStageDelay_ns = 0.70
end_kind = output pin
critPathKind = in -> out
cp_max_fo = 32
cp_cell_sequence = buf_2, inv_1, buf_4, ha_1, nand2b_1, or3_1, or4_2, o41ai_1, xnor2_1, ha_1, a21o_1, a21oi_1, o21ai_0, a21oi_1, a21oi_1, or4_2, nand4_1, a31oi_1, clkdlybuf4s50_1
cp-start-kind = input port
crit_path_frequent_cell = a21oi_1
required_ns = 14.00

[global_route]
grt_antenna_before_repair = 0
grt_overflow = 0
grt_pass1_vias = 11500
grt_pass1_wl_microns = 72500
grt_max_degree = 60
grt_usage_pct = 27.4

[cts]
cts_setup_buffers = 0
cts_resized = 0
cts.hold.buffers_added = 0

[placed_design]
hpwl_microns = 38000
place_congestion = 1.01
io_buffers = 193

[status]
outcome = finished clean

[job]
maxCapViolCount = 0
warnings = 129

[min_path]
whs_path_depth = 3
whs_endpoint = waddr_o[3]
min-delay-start = waddr[3]
hp-class = in -> out
[cells in the mapped netlist, drive strengths merged (13+ instances only)]
library cell	number	area [sq um]
nand2	135	507
nor2	135	507
ha	128	1600
a21oi	98	490
o21ai	97	485
inv	93	349
clkbuf	72	312
mux2i	66	661
buf	55	339
xnor2	49	448
nand3	39	195
a22oi	36	270
mux4	36	811
o22ai	31	194
nor3	28	145
nor2b	27	169
a31oi	25	156
o211ai	25	188
xor2	25	219
mux2	22	248
a211oi	20	150
a21o	18	138
and3	17	108
nand2b	15	93.8
or3	14	93.8
nand4	13	81.3
[per-stage QoR]
| stage | instances | area [sq um] | worst slack [ns] | total power [uW] |
|---|---|---|---|---|
| 2_1_floorplan | 1511 | 10500 | 5.52 | 178 |
| 3_3_place_gp | 2061 | 12600 | 4.50 | 281 |
| 3_5_place_dp | 2061 | 12600 | 4.49 | 282 |
| 4_1_cts | 2061 | 12600 | 4.48 | 283 |
| 5_1_grt | 2061 | 12600 | 4.13 | 311 |
| 6_report | 2061 | 12600 | 4.35 | 287 |
[power groups by stage]
stage / Clock [uW] / Combinational (uW) / Sequential, uW
6_report: 0 / 287 / 0
5_1_grt: 0 / 311 / 0
4_1_cts: 0 / 283 / 0
[cell families (layout without fill, tap and decap cells)]
group	count (synthesis)	count (layout)	share of synthesized area, %
other cells	1	32	0.0362
fa+ha+maj	129	129	15.6
compound gates	458	458	29.4
mux	124	124	16.6
buf+inv	221	323	9.96
simple gates	473	473	22.0
xor+xnor	74	74	6.43
[worst max-delay path, delay by kind of cell]
family / cells / cell delay, ns
adders and majority gates: 2 / 0.77
AOI/OAI and AO/OA: 7 / 1.64
xor gates and xnor gates: 1 / 0.17
and+or+nand+nor: 5 / 2.29
buffers and inverters: 4 / 1.23
[routing by layer]
layer	vias to the layer above	wire length, microns	GRT usage [%]
li1	5678	-	-
met1	5809	20700	38.0
met2	614	22100	43.6
met3	67	4280	4.91
met4	0	1650	7.94
met5	-	0	0
[cell type report]
cell class / count / area (sq um) / share of cell area, %
Inverter: 93 / 349 / 2.78
Multi-Input combinational cell: 1290 / 9470 / 75.4
Timing Repair Buffer: 230 / 2180 / 17.4
Tap cell: 448 / 561 / 4.46
[worst max-delay path by stage]
stage         start           to  slack, ns  cells past startpoint
CTS           r2[1]  wdata_o[31]       4.48                     19
global route  r2[1]  wdata_o[31]       4.13                     19
finish        r2[1]  wdata_o[31]       4.35                     19
Power is estimated from default activity; no workload was simulated.
